### design/flow/design.v
`timescale 1ns / 1ps
module inst_memory(
	 input clock_in,
	 input reset,
    input [31:0] addr,
    output reg [31:0] inst
    );
	 reg [31:0] INSTMemFile [0:15];
	 initial 
	 begin
			INSTMemFile[0] = 32'b00001000000000000000000000000100;  
			INSTMemFile[1] = 32'b00000000000000000000000000000000; 
			INSTMemFile[2] = 32'b00000000000000000000000000000000; 
			INSTMemFile[3] = 32'b00000000000000000000000000000000; 
			INSTMemFile[4] = 32'b101011_00000_00100_00000_00000_000000;  
			INSTMemFile[5] = 32'b101011_00000_00011_00000_00000_000100;  
			INSTMemFile[6] = 32'b100011_00000_00001_00000_00000_000100;  
			INSTMemFile[7] = 32'b100011_00000_00010_00000_00000_000000;  
			INSTMemFile[8] = 32'b00000000001000100001100000100000;  
			INSTMemFile[9] = 32'b00000000001000100010000000100010;  
			INSTMemFile[10] = 32'b00001000000000000000000000000100;  
			INSTMemFile[11] = 32'b00000000000000000000000000000000; 
			INSTMemFile[12] = 32'b00000000000000000000000000000000; 
			INSTMemFile[13] = 32'b00000000000000000000000000000000; 
			INSTMemFile[14] = 32'b00000000000000000000000000000000; 
			INSTMemFile[15] = 32'b00000000000000000000000000000000; 
	 end
	 always @ (addr or reset)
	 begin
		if(reset)
			inst =0;
		else
			inst = INSTMemFile[addr>>2];
	 end
endmodule
### design/flow/run.sh
#!/bin/bash
# OpenROAD 26Q1-2900-gdf79404cd8, Yosys 0.63+post, stock flow scripts
make -C /OpenROAD-flow-scripts/flow DESIGN_CONFIG=/design/flow/config.mk WORK_HOME=/design/flow/orfs finish
### design/flow/config.mk
export PLATFORM = sky130hd
export DESIGN_NAME = inst_memory
export DESIGN_NICKNAME = inst_memory
export VERILOG_FILES = /design/flow/design.v
export SDC_FILE = /design/flow/constraint.sdc
export NUM_CORES = 4
export LEC_CHECK = 1
export CORE_AREA = 10 10 70 70
export DIE_AREA = 0 0 80 80
### design/flow/constraint.sdc
current_design inst_memory

set clk_period 1.9
set clk_io_pct 0.2

create_clock -name clk0 -period $clk_period

set non_clock_inputs [all_inputs -no_clocks]
set_input_delay [expr $clk_period * $clk_io_pct] -clock clk0 $non_clock_inputs
set_output_delay [expr $clk_period * $clk_io_pct] -clock clk0 [all_outputs]
==> out/qor_table.md <==
| Result | This run |
| --- | --- |
| Result of the run | finished clean |
| Leading cell types by count after synthesis | sky130_fd_sc_hd__buf_4, sky130_fd_sc_hd__and2_1, sky130_fd_sc_hd__ha_1 |
| Static leakage | 0.2985 nW |
| Critical Path Sink Type | primary output |
| I/O pins | 66 |
| Post-CTS setup-driven buffer insertion count | 0 |
| Number of buffers added on ports | 19 |
| Final count of negative-setup-slack endpoints | 0 |
| Average routed wire per standard cell | 8.478 um |
| Post-route cell area | 566.8 um^2 |
| Via density per instance | 2.690 |
| Post-detailed-route count of antenna-violating nets | 0 |
| GPL Wtd Cong | 0.7128 |
| Max Clk Rate | 552.5 MHz |
| Combinational share of power | 100.0% |
| Crit Path Category | input pin to primary output |
| Global-route met1 utilization | 3.757% |
| Count of pins over their slew limit | 0 |
| Total routing resource utilization after global routing | 2.378% |
| Top-count cell post-synth | sky130_fd_sc_hd__buf_4 |
| Cell area after technology mapping | 344.1 um^2 |
| Worst setup SP type | input pin |
| Chip area estimate from yosys synthesis | 344.1 um^2 |
| Horiz. Die Dim | 80 um |
| Met3 capacity usage during global routing | 0.6818% |
| GR peak layer | met1 |
| Antenna violations before repair | 0 |
| Cell Area, Placed | 550.5 um^2 |
| Internal power | 42.39 uW |
| Synth cell types | 14 |
| First-pass iteration count of the detailed router | 2 |
| Tally of yosys warning messages | 1 |
| Layout clock buffer count | 0 |
| Layout cell share with drive strength beyond 1 | 29.85% |
| Count of final hold-check violations | 0 |
| Number of sequential storage elements | 0 |
| Relative area change from synthesis to final layout | 64.73% |
| Detailed placement HPWL | 857.9 um |
| Register Area | 0 um^2 |
| Critical path data required time | 1.52 ns |
| Total cells reported by yosys after synthesis | 45 |
| Standard-cell row count | 21 |
| Setup tns final | 0 ns |
| Number of design rule violations left after detail routing | 0 |
| ANT cells | 0 |
| Largest fanout on the critical path | 4 |
| Met2 Resource Use GR | 3.210% |
| Floorplan Utilization | 10.07% |
| Total via count after detailed routing | 304 |
| Leftover overflow at the end of global routing | 0 |
| Switching fraction of total power | 38.83% |
| Count of max-cap constraint violations | 0 |
| Net switching power figure | 26.91 uW |
| Total power per unit cell area | 122.3 mW/mm^2 |
| Top area contributor share | 48.00% |
| Largest net degree at the start of global routing | 7 |
| Cells taking the most area after synthesis | sky130_fd_sc_hd__buf_4, sky130_fd_sc_hd__and2_1, sky130_fd_sc_hd__ha_1, sky130_fd_sc_hd__nor3b_2, sky130_fd_sc_hd__nand3b_1 |
| Final period demand of the worst path | 1.810 ns |
| Global-route wire length before repair | 1.290 mm |
| Proportion of synthesized chip area in sequential cells | 0% |
| Chip height | 80 um |
| Setup repair after global routing missed its margin | false |
| Maximum vdd drop | 0.02277 mV |
| Relative contribution of the clock network to total power | 0% |
| Library cell with the largest summed area after synthesis | sky130_fd_sc_hd__buf_4 |
| Post-route fraction of the period consumed by the critical path | 95.26% |
| Core area | 0.003416 mm^2 |
| Die outline area | 0.006400 mm^2 |
| Syn avg cell area | 7.646 um^2 |
| Data arrival time of the critical path | 1.43 ns |
| Cells after Synth | 45 |
| Fraction of power consumed by sequential logic | 0% |
| Aggregate routed wire length | 958 um |
| Via count of the first global-routing pass | 282 |
| Number of DRC markers in iteration 0 | 5 |
| Count of tool warnings | 63 |
| Worst min path class | input pin to primary output |
==> logic make-up after synthesis <==
kind of cell    count (synthesis)  share of synthesized area (%)
other cells                     1                          1.090
mux                             1                          2.909
fa+ha+maj                       3                          10.91
simple gates                   12                          26.91
buf+inv                        24                          50.18
compound gates                  4                          8.001
==> power groups by stage <==
stage | clock, mW | sequential [mW] | combinational (mW)
CTS | 0 | 0 | 0.0704
finish | 0 | 0 | 0.0693
global route | 0 | 0 | 0.0790
==> metal layers <==
metal	wire, um	share of wire, %
met1	495	52
met2	326	34
met3	136	14
met4	0	0
met5	0	0
==> path summary, 6_finish.rpt <==
path / endpoint / start / cells past startpoint / slack [ns]
max: inst[18] / addr[5] / 5 / 0.09
min: inst[29] / reset / 4 / 1.24
==> area by class of cell <==
cell class	count	area (um^2)
Fill cell	399	2849
Inverter	2	7.507
Multi-Input combinational cell	38	262.8
Tap cell	46	57.56
Timing Repair Buffer	27	239.0
==> metrics by stage <==
step | total power [mW] | hold WS (ns) | utilization [%] | std cells | setup slack [ns]
after floorplan | 0.04511 | 0.7699 | - | 62 | 0.6310
after global placement | 0.06998 | 1.806 | 16.12 | 113 | -0.4186
after detailed placement | 0.06970 | 1.807 | 16.12 | 113 | -0.4391
after CTS | 0.07040 | 1.301 | 16.48 | 113 | 0.01527
after global routing | 0.07898 | 1.281 | 16.59 | 113 | 0.007662
final | 0.06931 | 1.244 | 16.59 | 113 | 0.09007
==> placed cells by master, fill, tap and decap left out, drive strengths merged <==
cell type      count
a21oi              2
o22ai              1
or3b               1
dlygate4sd2        3
nor3b              2
ha                 3
conb              18
and2               6
buf               12
nand3b             2
inv                2
o21bai             1
mux2i              1
clkdlybuf4s50      9
or2                1
dlymetal6s2s       2
clkdlybuf4s15      1
==> worst max-delay path, cell delays in order <==
cell and delay, ns:
sky130_fd_sc_hd__buf_4 0.13, sky130_fd_sc_hd__buf_6 0.12, sky130_fd_sc_hd__nor3b_4 0.19, sky130_fd_sc_hd__and2_1 0.15, sky130_fd_sc_hd__clkdlybuf4s50_1 0.45
==> what timing repair did <==
item,CTS,global route
hold buffers,0,0
setup endpoints to repair,14,10
pin swaps,4,4
resized,25,9
Power and IR drop assume default switching activity.
