--- design/flow/constraint.sdc ---
current_design timeDivider

set clk_period 1.2
set clk_io_pct 0.2

create_clock -name clk0 -period $clk_period [get_ports {clockIn}]

set non_clock_inputs [all_inputs -no_clocks]
set_input_delay [expr $clk_period * $clk_io_pct] -clock clk0 $non_clock_inputs
set_output_delay [expr $clk_period * $clk_io_pct] -clock clk0 [all_outputs]
--- design/flow/config.mk ---
export PLATFORM = sky130hd
export DESIGN_NAME = timeDivider
export DESIGN_NICKNAME = timeDivider
export VERILOG_FILES = /design/flow/design.v
export SDC_FILE = /design/flow/constraint.sdc
export NUM_CORES = 4
export LEC_CHECK = 1
export CORE_AREA = 10 10 70 70
export DIE_AREA = 0 0 80 80
--- design/flow/design.v ---
`timescale 1ns / 1ps
module timeDivider(
    input clockIn,
    output reg clockOut
    );
	reg [4:0] buffer; 
	initial begin
	buffer = 0;
	clockOut = 0; 
	end
	always @ (posedge clockIn)
	begin
		buffer <= buffer + 1;
		clockOut <= buffer[4];
	end
endmodule
--- design/flow/run.sh ---
#!/bin/bash
# OpenROAD 26Q1-2900-gdf79404cd8, Yosys 0.63+post, stock flow scripts
make -C /OpenROAD-flow-scripts/flow DESIGN_CONFIG=/design/flow/config.mk WORK_HOME=/design/flow/orfs finish
==> notes.org <==
#+TITLE: Flow metrics

** Critical path
- Largest incremental delay on the critical path :: 290 ps
- The worst setup path is captured at a primary output.
- Critical-path top delay cell :: dfxtp_1
- Worst R2R Start :: buffer[0]
- Worst-case reg-to-reg path depth :: 3
- Highest net fanout along the worst path :: 1
- STA lists the endpoint of the worst register-to-register path as buffer[4].
- Cells traversed along the worst timing path :: dlygate4sd2_1
- The critical path in this run is classified as flip-flop to primary output.
- Category of cells accounting for the largest share of critical-path delay :: flip-flops
- The worst-case reg-to-reg setup slack stands at 330 ps.
- Along the critical path, the tally of buffer and inverter instances is 1.
- Data on the critical path arrives at its endpoint at 770 ps.
- The OpenROAD report gives the critical path a required time of 960 ps.
- The worst setup path is launched from a flip-flop.

** Drt
- WL met3 :: 30 um
- Max Used Layer :: met3
- The routed design shows a wire length per standard cell of 3.73 um.
- Initial DRC Count :: 0
- DR vias :: 97
- Average vias per placed instance :: around 1.5
- Post-route DRC violation count :: 0
- The repair_antennas step left the layout with diodes totalling 0.
- Antenna-violating nets left :: 0
- Met2 routed wirelength :: 79 um
- 1st-pass router iterations :: 1
- M1 wire length :: 125 um
- The final layout contains routed wiring with a total length of 235 um.

** Die
- The die is 80 um wide.
- I/O pin count :: 2
- Starting density of the core :: 0.0505
- Chip Area :: 6400 um^2
- According to the floorplan report, the die height is 80 um.
- Placeable core area :: 3420 um^2
- After floorplanning, the core was divided into 21 placement rows.

** Global routing
- Largest net degree at the start of global routing :: 4
- Number of global-route vias before repair :: ~110
- Number of antenna violations at the first check in global routing :: 0
- First-pass GRT wire length :: 379 um
- Tot GR Track Use :: 0.00836
- Total overflow reported by the global router :: 0

** Logic synthesis
- Share of Yosys cell area claimed by the top area cell type :: 0.696
- Portion of netlist area occupied by mux cells :: 0
- In this run, synthesis inferred 0 flip-flops with an integrated enable.
- After synthesis, the cell types taking the most area are dfxtp_1 70%, xnor2_1 10%, ha_1 7.2%.
- Each instance of the synthesized netlist takes up on average 13.3 um^2.
- Count of state elements after synthesis :: 6
- The synthesized netlist occupies a cell area of around 170 um^2.
- The share of the Yosys chip area taken by registers is 0.696.
- Ranked by instance count, the synthesized netlist is headed by 6 x dfxtp_1, 2 x nand3_1, 2 x xnor2_1.
- Compound-cell area share of the yosys netlist :: 0
- Per the synthesis report, the simple-gate share of the synthesized area is 0.0580.
- Synth top cell by count :: dfxtp_1
- Per the synthesis report, the XOR/XNOR share of the synthesized area is 0.152.
- Most used flip-flop cell after synthesis :: dfxtp_1
- Top non-seq family :: XOR/XNOR gates
- YS chip area :: 173 um^2
- Cells after synthesis :: 13
- For this run, the number of Yosys warnings is 1.
- Of the total synthesized cell area, the portion taken by full adders, half adders and majority gates is 0.0725.
- After synthesis, the design contains 13 cells according to Yosys.
- Async set-reset flop share out of synthesis :: 0
- The gate-level netlist out of Yosys references 6 unique cell types.
- Summed over all instances, the cell type with the most area after synthesis is dfxtp_1.

** Flow run
- OpenROAD emitted warnings numbering 25.
- Maxcap violations :: 0

** Timing
- Accumulated negative setup slack :: 0 ps
- Final critical-path required period :: ~1000 ps
- Between clock sinks in the finished design, the worst skew comes to 2.39 ps.
- Final setup violating endpoints :: 0
- The final timing summary puts the cycle share of the worst path at 0.845.
- Per the slew report, the remaining headroom to the max-slew limit stands at 0.907.
- Final Hold Violation Tally :: 0
- Setup repair after global routing left no endpoint under its margin.
- For reference, the final report shows the max-slew violation count at 0.
- Worst slew pin tran :: 139 ps
- Based on the critical path, the design can be clocked at up to 987 MHz.

** Place
- Count of input and output buffers :: 1
- Sum of net half-perimeters after detailed placement :: 176 um
- Routability cong. :: 0.535
- Per the detailed placement report, the placed cell area equals 240 um^2.

** Clock network
- Number of buffers on the longest clock path :: 2
- Post-CTS setup buffer count :: 0
- Total clock sinks :: 6
- Cell chosen for the clock root :: clkbuf_4
- Counting the buffers created by CTS gives 3.
- Per the CTS log, the maximum H-tree level is 1.
- TritonCTS built the clock tree.
- Clock-pin slew on the worst setup and hold paths :: 40 ps
- Worst-skew pair later-pin latency :: 240 ps

** Worst hold path
- The endpoint of the worst hold path is reported as clockOut.
- The path class of the tightest hold or removal check is flip-flop to flip-flop.
- The worst hold path was traced through 0 stages.
- Start point of the worst hold path :: buffer[4]

** Pwr
- The design draws 0.377 mW.
- The leakage power in the latest report is 0.0926 nW.
- In this run the VDD rail shows a maximum IR drop of between 0.0006 and 0.0007 V.
- Power Dens Cells :: about 1400 nW/um^2

** Layout
- Per the run report, area growth between synthesis and finish was 51.4%.
- Finished Cell Area :: 262 um^2
- Of the cells placed in the final design, the portion with a size suffix greater than 1 is 0.176.

** Run status
- Outcome :: complete, no violations
-- repair_timing --
item,4_1_cts,5_1_grt
hold endpoints to repair,0,0
hold buffers,0,0
setup endpoints to repair,1,0
gates resized,1,0
-- cell type report --
| cell class | count | area, um^2 |
|---|---|---|
| Inverter | 1 | 3.75 |
| Fill cell | 411 | 3150 |
| Multi-Input combinational cell | 6 | 48.8 |
| Clock buffer | 3 | 22.5 |
| Timing Repair Buffer | 1 | 8.76 |
| Sequential cell | 6 | 120 |
| Tap cell | 46 | 57.6 |
-- through the flow --
step	cells	util	setup slack [ps]	hold WS, ps
after floorplan	13	-	374	350
after global placement	60	0.0703	182	356
after detailed placement	60	0.0703	181	362
after CTS	63	0.0766	173	367
after global routing	63	0.0766	150	373
final	63	0.0766	186	368
-- worst max path at each step --
stage / start / end / slack, ps / cells past startpoint
finish: clockOut / clockOut / 190 / 1
global route: clockOut / clockOut / 150 / 1
CTS: clockOut / clockOut / 170 / 1
-- layer usage --
layer  track usage  vias up
li1              -       50
met1       0.00803       43
met2        0.0104        4
met3        0.0114        0
met4       0.00176        0
met5             0        -
-- sequential cells by signal, summed over array words and instances (netlist names) --
name      flops
clockOut      1
buffer        5
-- where the power goes --
| part | internal, mW | switching [mW] |
|---|---|---|
| sequential | 0.200 | 0 |
| combinational | 0 | 0 |
| clock | 0.113 | 0.0639 |
-- layout by cell type (no fill, tap or decap) --
cell type      n
dfxtp_1        6
clkbuf_4       3
nand3_1        2
xnor2_1        2
inv_1          1
xor2_1         1
ha_1           1
dlygate4sd2_1  1
-- cells by family after synthesis --
group                      Yosys count
and+or+nand+nor                      2
buffers and inverters                1
DFF                                  6
adders and majority gates            1
xor gates and xnor gates             3
Power is estimated from default activity; no workload was simulated.
