===== flow/design.v =====
`timescale 1ns / 1ps
module Alu(
    input [31:0] input1,
    input [31:0] input2,
    input [3:0] aluCtr,
    output zero,
    output [31:0] aluRes
    );
	 reg zero;
	 reg [31:0] aluRes;
	 always @ (input1 or input2 or aluCtr)
	 begin
	     if (aluCtr == 4'b0010) 
		      aluRes = input1 + input2;
		  else if (aluCtr == 4'b0110) 
		  begin
		      aluRes = input1 - input2;
		  end
		  else if (aluCtr == 4'b0000) 
		      aluRes = input1 & input2;
		  else if (aluCtr == 4'b0001) 
		      aluRes = input1 | input2;
		  else if (aluCtr == 4'b0111) 
		  begin
				if(input1 < input2)
				    aluRes = 1;
				else
				    aluRes = 0;
		  end
		  else if (aluCtr == 4'b1100) 
		      aluRes = ~(input1 | input2);
				if(aluRes == 0)
				    zero = 1;
				else
				    zero = 0;
end
endmodule

===== flow/run.sh =====
#!/bin/bash
# OpenROAD 26Q1-2900-gdf79404cd8, Yosys 0.63+post, stock flow scripts
make -C /OpenROAD-flow-scripts/flow DESIGN_CONFIG=/design/flow/config.mk WORK_HOME=/design/flow/orfs finish

===== flow/config.mk =====
export PLATFORM = sky130hd
export DESIGN_NAME = Alu
export DESIGN_NICKNAME = Alu
export VERILOG_FILES = /design/flow/design.v
export SDC_FILE = /design/flow/constraint.sdc
export NUM_CORES = 4
export LEC_CHECK = 1
export CORE_UTILIZATION = 50

===== flow/constraint.sdc =====
current_design Alu

set clk_period 31.5
set clk_io_pct 0.2

create_clock -name clk0 -period $clk_period

set non_clock_inputs [all_inputs -no_clocks]
set_input_delay [expr $clk_period * $clk_io_pct] -clock clk0 $non_clock_inputs
set_output_delay [expr $clk_period * $clk_io_pct] -clock clk0 [all_outputs]

==> results_dict.tcl <==
# implementation run metrics
set metrics [dict create \
    status "finished clean" \
    ys_warn_count 1 \
    min_period_over_period_pct 56.4 \
    endpoint "zero" \
    ys_types 87 \
    gp_congestion 1.01 \
    min-delay-start "input2[26]" \
    grt_start_max_net_pins 58 \
    path_depth 12 \
    p_int_uw 58.1 \
    setup_tns_ns 0 \
    simple_gate_share_pct 21.7 \
    dieArea_sq_um 13000 \
    postCtsSetupBuffers 0 \
    antenna_found_initial 0 \
    initial_core_util_pct 51.8 \
    critical_path_class "primary input to output pin" \
    powerDensity_nw_per_um2 18.0 \
    syn_area_sq_um 6280 \
    ff_type "dlxtn_1" \
    hold_buffers 0 \
    crit_top_cell "clkdlybuf4s50_1" \
    required_ns 25.20 \
    hold_viol_final 0 \
    maxCapViolCount 0 \
    synthTopCellsByCount "a21oi_1, inv_1, ha_1, nand2_1, nor2_1" \
    first_pass_iters 8 \
    cp-start-kind "primary input" \
    slowest_stage "clkdlybuf4s50_1" \
    most_common_cell "a21oi_1" \
    die_y_um 114 \
    area_leaders "ha_1, a21oi_1, dlxtn_1" \
    muxShareOfSynthArea_pct 1.30 \
    synth_area_per_cell_sq_um 6.70 \
    ir_drop_uv 11.5 \
    post_cts_resize_count 0 \
    hpwl_um 17400 \
    drc 0 \
    met2_usage_pct 57.0 \
    busiest_layer "met2" \
    cp_num_buf_inv 2 \
    syn_inst 937 \
    ys.flops 32 \
    grt_util_met3_pct 6.74 \
    fp-row-count 40 \
    hp-class "primary input to output pin" \
    crit_family "simple AND/OR/NAND/NOR gates" \
    ios 101 \
    io_buffers 101 \
    max_stage_delay_ns 1.04 \
    overflow 0 \
    area_growth_pct 17.2 \
    fmax_mhz 56.3 \
    die_x_um 114 \
    synthAoiAreaFrac_pct 39.0 \
    post-place-ws_ns 13.90 \
    power_frac_seq_pct 6.4 \
    setup-violations-final 0 \
    largest_register_ffs 32 \
    vias 7411 \
    tool_warnings 97 \
    edf_count 0 \
    worst_pin_slew_ns 0.875 \
    coreArea_sq_um 12100 \
    switching_share_pct 56.0 \
    path_max_fanout 15 \
    end_kind "output pin" \
    ant_nets 0 \
    ys_chip_area_sq_um 6280 \
    rsz0062_at_grt "no" \
    grt_util_all_layers_pct 36.2 \
    setup_ws_ns 13.72 \
    synth.logic.top_family "AND-OR/OR-AND gates" \
    met1_usage_pct 51.5 \
    synth-xor-area-share_pct 0.558 \
    pwr-share-comb_pct 93.6 \
    power_switching_uw 74.0 \
    first_global_vias 6835 \
    total_leakage_power_uw 0.00329 \
    wl_per_cell_um 20.0 \
    critPathLaunch "aluCtr[1]" \
    wirelength_um 23200 \
    num_antenna_cells 0 \
    crit_chain "clkdlybuf4s50_1 > nand2b_1 > a21boi_0 > o21ai_0 > o2111a_1 > or3b_1 > or4_1 > or4b_1 > nor4_1 > nand4_1 > nor4b_2 > clkdlybuf4s50_1" \
    yosys.area.top_type_share_pct 19.1 \
    maxSlewViolCount 0 \
    worst_ep_arrival_time_ns 11.48 \
    synthArstFlopShare_pct 0 \
    slew_headroom_pct 41.5 \
    unclocked_pins 32 \
    untimed_endpoints 64 \
    power_frac_clock_pct 0 \
    adder_share_pct 19.8 \
    drt_iter0_drc 794 \
    grt_pass1_wl_um 36600 \
    yosysCellCount 937 \
    min_period_ns 17.78 \
    viasPerCell 6.39 \
    drive_above_1_share_pct 3.73 \
    yosysTopAreaCell "ha_1" \
]
==> cells in the final DEF, fill, tap and decap left out, types with 8 or more instances in the layout <==
| master | Yosys | layout |
|---|---|---|
| a21o_1 | 10 | 10 |
| a21oi_1 | 107 | 107 |
| a221o_1 | 12 | 12 |
| a221oi_1 | 10 | 10 |
| a222oi_1 | 8 | 8 |
| a31oi_1 | 8 | 8 |
| and3_1 | 11 | 11 |
| buf_4 | 1 | 12 |
| clkdlybuf4s50_1 | 0 | 101 |
| dlxtn_1 | 32 | 32 |
| ha_1 | 96 | 96 |
| inv_1 | 103 | 103 |
| nand2_1 | 79 | 79 |
| nand2b_1 | 16 | 16 |
| nand3_1 | 18 | 18 |
| nor2_1 | 69 | 69 |
| nor2b_1 | 11 | 11 |
| nor3_1 | 19 | 19 |
| nor4_1 | 11 | 11 |
| o211ai_1 | 17 | 17 |
| o21ai_0 | 63 | 63 |
| o21bai_1 | 8 | 8 |
| o2bb2ai_1 | 15 | 15 |
| o31ai_1 | 8 | 8 |
==> metal layers <==
metal | vias to the layer above | wire, um
met5 | - | 0
met4 | 0 | 641
met3 | 68 | 2520
met2 | 480 | 10200
met1 | 3328 | 9930
li1 | 3535 | -
==> stage by stage <==
stage | cells | util (%) | hold WS, ns | cell area, sq um | total power (uW)
floorplan | 937 | - | 13.09 | 6280 | 84.0
global placement | 1160 | 60.7 | 14.09 | 7360 | 127
finish | 1160 | 60.7 | 14.12 | 7360 | 132
CTS | 1160 | 60.7 | 14.13 | 7360 | 129
global route | 1160 | 60.7 | 14.19 | 7360 | 143
detailed placement | 1160 | 60.7 | 14.13 | 7360 | 128
==> layout make-up <==
| cell class | count | area, sq um |
|---|---|---|
| multi-input combinational | 742 | 5170 |
| fill | 1165 | 4750 |
| timing repair buffer | 113 | 1100 |
| sequential | 32 | 480 |
| inverter | 105 | 394 |
| tap | 168 | 210 |
==> worst min path at each step <==
stage	to	cells after the start
after CTS	zero	9
final	zero	9
after global routing	zero	8
==> power by group through the flow <==
stage	Clock [uW]	Combinational (uW)	Sequential [uW]
after CTS	0	120	8.45
after global routing	0	134	8.82
final	0	124	8.40
==> tightest hold or removal path, stage by stage <==
cell	delay, ns
clkdlybuf4s50_1	0.42
inv_1	0.09
ha_1	0.18
nand2_1	0.05
o21ai_0	0.06
a31o_2	0.12
nor4_1	0.04
nor4b_2	0.14
clkdlybuf4s50_1	0.40
==> kinds of logic after synthesis <==
family | Yosys count
simple gates | 276
fa+ha+maj | 98
mux | 8
latches | 32
xor+xnor | 4
compound gates | 356
buf+inv | 163
Power is estimated from default activity; no workload was simulated.
